[flow/run.sh]
#!/bin/bash
# OpenROAD 26Q1-2900-gdf79404cd8, Yosys 0.63+post, stock flow scripts
make -C /OpenROAD-flow-scripts/flow DESIGN_CONFIG=/design/flow/config.mk WORK_HOME=/design/flow/orfs finish
[flow/config.mk]
export PLATFORM = sky130hd
export DESIGN_NAME = instr_decoder
export DESIGN_NICKNAME = instr_decoder
export VERILOG_FILES = /design/flow/design.v
export SDC_FILE = /design/flow/constraint.sdc
export NUM_CORES = 4
export LEC_CHECK = 1
export CORE_AREA = 10 10 96 96
export DIE_AREA = 0 0 106 106
[flow/constraint.sdc]
current_design instr_decoder

set clk_period 2.2
set clk_io_pct 0.2

create_clock -name clk0 -period $clk_period

set non_clock_inputs [all_inputs -no_clocks]
set_input_delay [expr $clk_period * $clk_io_pct] -clock clk0 $non_clock_inputs
set_output_delay [expr $clk_period * $clk_io_pct] -clock clk0 [all_outputs]
[flow/design.v]
module instr_decoder
(
	input  wire [31:0] 	instr,
	output reg  [4:0] 	rd,
	output reg  [4:0] 	rs1,
	output reg  [4:0] 	rs2,
	output reg  [31:0] 	imm,
	output reg rd_enable,
	output reg rs1_enable,
	output reg rs2_enable,
	output reg imm_enable,
	output reg [$clog2(9 + 1) - 1: 0] instr_type,
	output reg [5 - 1: 0] alu_op,
	output reg valid = 1
);
	localparam INSTR_FORMAT_R = 1;
	localparam INSTR_FORMAT_I = 2;
	localparam INSTR_FORMAT_S = 3;
	localparam INSTR_FORMAT_U = 4;
	localparam INSTR_FORMAT_B = 5;
	localparam INSTR_FORMAT_J = 6;
	reg [6:0] opcode = instr[6:0];
	reg [2:0] format;
	reg [2:0] funct3;
	reg [6:0] funct7;
	reg funct3_enable;
	reg funct7_enable;
	always @(*) begin
		case (opcode)
			7'b0110011: begin
				format		=  INSTR_FORMAT_R;
				instr_type 	= 1;
			end
			7'b0010011: begin
				format		=  INSTR_FORMAT_I;
				instr_type 	= 2;
			end
			7'b0000011: begin
				format		=  INSTR_FORMAT_I;
				instr_type 	= 3;
			end
			7'b1100111: begin
				format		=  INSTR_FORMAT_I;
				instr_type 	= 6;
			end
			7'b1110011: begin
				format		=  INSTR_FORMAT_I;
				instr_type 	= 9;
			end
			7'b0100011: begin
				format     =  INSTR_FORMAT_S;
				instr_type = 4;
			end
			7'b0110111: begin
				format		=  INSTR_FORMAT_U;
				instr_type 	= 7;
			end
			7'b0010111: begin
				format		=  INSTR_FORMAT_U;
				instr_type 	= 8;
			end
			7'b1100011: begin
				format		=  INSTR_FORMAT_B;
				instr_type 	= 5;
			end
			7'b1101111: begin
				format		=  INSTR_FORMAT_J;
				instr_type 	= 6;
			end
			default: begin
				format		= 0;
				instr_type 	= 0;
			end
		endcase
	end
	always @(*) begin
		rd  	= instr[11: 7];
		rs1 	= instr[19:15];
		rs2 	= instr[24:20];
		funct3	= instr[14:12];
		funct7 	= instr[31:25];
		funct3_enable = 1;
		funct7_enable = 1;
		rd_enable  = 1;
		rs1_enable = 1;
		rs2_enable = 1;
		imm_enable = 1;
		case (format)
			INSTR_FORMAT_R: begin
				imm_enable = 0;
			end
			INSTR_FORMAT_I: begin
				imm 		= {{20{instr[31]}}, instr[31:20]};
				rs2_enable	= 0;
			end
			INSTR_FORMAT_S: begin
				imm 			= {{20{instr[31]}}, instr[31:25], instr[11:7]};
				rd_enable		= 0;
				funct7_enable	= 0;
			end
			INSTR_FORMAT_U: begin
				imm 			= {instr[31:12], {12{1'b0}}};
				funct3_enable	= 0;
				funct7_enable	= 0;
				rs1_enable 		= 0;
				rs2_enable 		= 0;
			end
			INSTR_FORMAT_B: begin
				imm 			= {{20{instr[31]}}, instr[7], instr[30:25], instr[11:8], 1'b0};
				funct7_enable	= 0;
				rd_enable		= 0;
			end
			INSTR_FORMAT_J: begin
				imm 			= {{12{instr[31]}}, instr[19:12], instr[20], instr[30:25], instr[24:21], 1'b0};
				funct3_enable	= 0;
				funct7_enable	= 0;
				rs1_enable 		= 0;
				rs2_enable 		= 0;
			end
			default: begin
				valid = 0;
			end
		endcase
	end
	always @(*) begin
		if ((instr_type == 1) || (instr_type == 2))
			alu_op = {funct7[1:0], funct3};
		else
			alu_op = 5'b11000;
	end
endmodule
==> notes.md <==
impl run done, here's what came out: status complete, no violations, drt wl/cell 13.7 um, worst hold endpoint instr_type[1], Startpoint Class input port, # placed instances 357, number of buffers and inverters on the critical path 4, grt peak-use layer met2, Max-area cell share about a third, post-layout period usage between 90% and 100%, GR Util met2 14.6%, Post-Route WL 4.93 mm, Synth Area per Inst 8.94 um2, TritonRoute pass-1 iters 4, Top cells by area dlxtn_1 35%, mux2_4 8.4%, buf_4 7.9%, a21o_1 5.8%, nor2b_1 5.7%, AO/OA Area Share 19.0%, CP Cell Sequence clkdlybuf4s15_2, buf_4, buf_4, nor2b_1, o21ai_1, a21boi_2, clkdlybuf4s50_1, Placement Setup Slack -408 ps, Sw Ratio 29.1%, Worst Path Arrival 1730 ps, Area Growth Syn to Fin 81.1%, actual slew at the worst max-slew pin 569 ps, port buffer count 93, Req. time, crit path 1760 ps, DR vias 1456, CP endpoint kind primary output, Starting Density 19.8%, yosys xor share 0%, synth cell count leaders 33 x dlxtn_1, 15 x buf_4, 13 x nor2b_1, clock share of power 0%, flops & latches, synth 33, Post-synth EDFFs 0, slowest CP cell clkdlybuf4s50_1, Die Wd 106 um, chip area line of the yosys report 0.00143 mm2, yosys simple share about 23%, met3 Usage GRT 1.65%, Leak Pwr 1.21 nW, Crit path top cell by count buf_4, Final Non-Filler Cells 359, Log Warnings 33, initial drt markers 49, top-count cell post-synth dlxtn_1, endpoints left unconstrained 65, endpoints failing setup 0, Post-Synth Adder-Cell Area 0%, row count 31, setup TNS 0 ps, antenna violations before repair 0, worst hold path depth 5, largest area contributor in the netlist dlxtn_1, DR vias/cell 4.06, Comb pwr share 83.6%, first-pass GRT wire length 7.92 mm, Fin Hold WS 1430 ps, net switching power 108 uW, min-delay src instr[5], IO Pins 93, number of diodes 0, fin util a little over a third, mux share of post-synthesis cell area approximately 8.4%, layout cell share with drive strength beyond 1 23.5%, yosys cell count ~160, met1 Usage GRT 11.1%, maxcap violations 0, ys async rst share 0%, peak per-stage delay on the critical path 480 ps, DRC Markers 0, HPWL Detailed 4.17 mm, Top non-seq family simple AND/OR/NAND/NOR gates, Max Fclk roughly 0.46 GHz, fin crit period 2170 ps, Core ar. 0.00721 mm2, Crit Path Class input port to primary output, vias in the first global route roughly 1500, P_int 264 uW, CP Max Fanout 8, RSZ-0062 raised after global routing true, GPL Wtd Cong 0.850, Top FF cell, synth dlxtn_1, Final WS setup 27.8 ps, Distinct lib cells used 39, Slew HR 62.1%, Max IR drop VDD 78.0 uV, pin count of the biggest net entering global routing 33, Synthesis Warnings 1, Final Hold Fails 0, register pins left without a clock 33, max-slew violation count 0, Post-DRT Antenna Nets 0, CP delay by family, top buffers and inverters, synthesized area between 0.001 and 0.0015 mm2, chip area 0.0112 mm2, cell count after synthesis 160, Hold/Removal Path Class input port to primary output, Power Density 144 mW/mm2, GRT overflow 0, Vert. Die Dim about 110 um, Total GRT Usage 8.35%, sequential fraction of design power 16.4%
-- cell type report --
class                           count  area [um2]
Fill cell                         734        4620
Timing Repair Buffer              127        1180
Multi-Input combinational cell     95         776
Sequential cell                    33         495
Tap cell                           99         124
Inverter                            5        18.8
-- logic make-up after synthesis --
| kind of cell | count (synthesis) |
|---|---|
| buffers and inverters | 32 |
| other | 1 |
| multiplexers | 8 |
| AND/OR/NAND/NOR | 49 |
| AND-OR/OR-AND | 37 |
| latches | 33 |
-- state kept, by name, indices dropped and copies added (netlist names) --
register	count
imm	32
valid	1
-- cell usage in the layout (no fill, tap or decap), types with 2 or more instances in the layout --
cell type and n:
buf_6 2, nand2_1 5, dlxtn_1 33, o21a_1 2, a21o_1 11, o2111ai_1 2
nor3b_1 2, buf_4 31, a22o_1 4, a21oi_1 4, nor2b_1 12, o211a_1 2
dlygate4sd2_1 4, nand2b_1 4, clkdlybuf4s15_2 2, buf_2 3, inv_1 5, and2_1 4
nor2_1 3, o21ai_0 3, and3b_1 3, and4b_1 2, mux2_4 8, clkdlybuf4s50_1 83
-- worst max path at each step --
stage | start | to | slack [ps] | cells after the start
6_report | instr[2] | instr_type[0] | 30 | 7
5_1_grt | instr[2] | instr_type[0] | -50 | 7
4_1_cts | instr[2] | instr_type[0] | 1 | 7
-- what timing repair did --
action,4_1_cts,5_1_grt
endpoints found under the setup margin,13,8
hold buffers,0,0
resized,33,5
hold endpoints to repair,0,0
cloned,1,0
pin swaps,6,2
setup buffers,1,0
-- stage by stage --
step / total power [mW] / cell area [um2]
after floorplan: 0.160 / 1430
after global placement: 0.369 / 2540
after detailed placement: 0.370 / 2540
after CTS: 0.379 / 2600
after global routing: 0.404 / 2590
final: 0.372 / 2590
-- metal layers --
metal | vias to the layer above | routed length, um
met5 | - | 0
met3 | 0 | 328
met1 | 670 | 2130
met4 | 0 | 0
met2 | 47 | 2470
li1 | 739 | -
-- power by group through the flow --
stage	clock network [mW]	registers [mW]	logic, mW
finish	0	0.0608	0.311
CTS	0	0.0615	0.317
global route	0	0.0647	0.340
Power is estimated from default activity; no workload was simulated.
